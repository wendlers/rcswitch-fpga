## /design/flow/config.mk

```make
export PLATFORM = sky130hd
export DESIGN_NAME = rcswitch_receive
export DESIGN_NICKNAME = rcswitch_receive
export VERILOG_FILES = /design/flow/design.v
export SDC_FILE = /design/flow/constraint.sdc
export NUM_CORES = 4
export LEC_CHECK = 1
export CORE_UTILIZATION = 40
```

## /design/flow/constraint.sdc

```tcl
current_design rcswitch_receive

set clk_period 8.1
set clk_io_pct 0.2

create_clock -name clk0 -period $clk_period [get_ports {clk}]
create_clock -name clk1 -period $clk_period [get_ports {in}]

set non_clock_inputs [all_inputs -no_clocks]
set_input_delay [expr $clk_period * $clk_io_pct] -clock clk0 $non_clock_inputs
set_output_delay [expr $clk_period * $clk_io_pct] -clock clk0 [all_outputs]
```

## /design/flow/design.v

```verilog
module rcswitch_send(
	input clk, 
	input rst,
 	input send,
	input [39:0] addr,
	input [39:0] chan,
	input [15:0] stat,
	output ready,
	output out 
	);
	reg r_out;
	reg r_ready;
	reg [7:0] pos;
	reg [127:0] msg;
	initial begin
		r_ready <= 1;
		r_out 	<= 0;
		pos 	<= 0;
		msg     <= 0;
	end
	always @(posedge clk or posedge rst) begin
		if(rst) begin
			r_ready <= 1;
			r_out 	<= 0;
			pos 	<= 0;
		end
		else begin
			if(send && pos == 0) begin
				pos <= 128;
				r_ready <= 0;
				msg[127:0] <= {addr[39:0], chan[39:0], stat[15:0], 32'b10000000_00000000_00000000_00000000};
			end
			else if(pos > 0) begin
				pos <= pos - 1;
				r_out <= msg >> pos;
				if(pos == 0) begin
					r_ready <= 1;
					r_out 	<= 0;
					pos 	<= 0;
				end
				else begin
					r_ready <= 0;
				end
			end
			else begin
				msg <= ~msg;
			end
		end
	end
	assign ready = r_ready;
	assign out 	 = r_out;
endmodule 
module tri_state_detect (
	input clk, 
	input rst,
	input in,
	output [31:0] count_h,
	output [31:0] count_l,
	output detected
);
	reg [31:0] ticks;
	reg [31:0] t1;
	reg [31:0] t2;
	reg synced;
	reg [31:0] r_count_h;
	reg [31:0] r_count_l;
	initial begin
		ticks 		<= 0;
		t1 			<= 0;
		t2 			<= 0;
		synced		<= 0;
		r_count_h 	<= 0;
		r_count_l 	<= 0;
	end
	always @(posedge clk or posedge rst) begin
		if(rst) begin
			ticks <= 0;
		end
		else begin
			ticks <= ticks + 1;
		end
	end
	always @(negedge in or posedge rst) begin
		if(rst) begin
			t2 <= 0;
		end
		else begin
			if(t1 > 0) begin
				t2 <= ticks;
			end
		end
	end
	always @(posedge in or posedge rst) begin
		if(rst) begin
			t1 			<= 0;
			r_count_h 	<= 0;
			r_count_l 	<= 0;
			synced		<= 0;
		end
		else begin
			if(t2 > t1) begin
				r_count_h = t2 - t1;
				r_count_l = ticks - t2;
				synced <= 1;
			end
			else begin
				synced <= 0;
			end
			t1 <= ticks;
		end
	end
	assign count_h 	= r_count_h;
	assign count_l 	= r_count_l;
	assign detected = (synced & in);
endmodule
module rcswitch_receive(
	input clk, 
	input rst,
	input in,
	output [39:0] addr,
	output [39:0] chan,
	output [15:0] stat,
	output ready
);
	reg [8:0] count;
	reg [95:0] msg;
	reg [39:0] r_addr;
	reg [39:0] r_chan;
	reg [15:0] r_stat;
	reg r_ready;
	initial begin
		count	<= 0;
		msg		<= 0;
		r_addr	<= 0;
		r_chan	<= 0;
		r_stat	<= 0;
		r_ready	<= 0;
	end
	wire [31:0] count_h;
	wire [31:0] count_l;
	wire detected;
	tri_state_detect tsd_inst (
		.clk(clk),
		.rst(rst),
		.in(in),
		.count_h(count_h),
		.count_l(count_l),
		.detected(detected)
	);
	always @(posedge detected or posedge rst) begin
		if(rst) begin
			count 	<= 0;
			r_addr	<= 0;
			r_chan	<= 0;
			r_stat	<= 0;
			r_ready	<= 0;
		end
		else begin
			if(count_h * 10 < count_l) begin
				count <= 0;
				msg <= 0;
			end 
			else if(count_h < count_l) begin
				msg <= (msg << 4) | 96'b1000;
				count <= count + 1;
			end 
			else if(count_l < count_h) begin
				msg <= (msg << 4) | 96'b1110;
				count <= count + 1;
			end
			if(count == 24) begin	
				{r_addr[39:0], r_chan[39:0], r_stat[15:0]} <= msg;
				r_ready <= 1;
				count <= 0;
				msg <= 0;
			end	
			else begin
				r_ready <= 0;
			end
		end
	end
	assign ready = r_ready;
	assign addr  = r_addr;
	assign chan  = r_chan;
	assign stat  = r_stat;
endmodule
```

## /design/flow/run.sh

```bash
#!/bin/bash
# OpenROAD 26Q1-2900-gdf79404cd8, Yosys 0.63+post, stock flow scripts
make -C /OpenROAD-flow-scripts/flow DESIGN_CONFIG=/design/flow/config.mk WORK_HOME=/design/flow/orfs finish
```

==> changes_impl.md <==
### Changed

* Status: finished clean
* CP Capture Type: flip-flop
* Antenna-violating nets left at 0
* Setup Fix Bufs, Post-CTS at 0
* Hpwl dp at 24700 um
* Worst Path Required at 8620 ps
* First-pass GRT wire length at 57800 um
* Number of global-route vias before repair at 11500
* Ant. Diodes at 0
* Floorplan utilization at 40.9%
* Yosys Instances at 1694
* Post-layout util at 46.8%
* Ports at 100
* Power density cells at 102 mW/mm^2
* Seq cells post-synth at 267
* GRT Resource Usage Total at 17.7%
* Worst EP arrival at 8100 ps
* CTS tree: done
* Power, Total at 1.90 mW
* Area growth, synth to finish at 14.5%
* Async SR Flop Fraction at 82.0%
* Reg clk slew, reported paths at 50 ps
* LEAKAGE at 8.90 nW
* Die Wd at 204 um
* Main synth FF type: dfrtp_1
* Skew final at 96.5 ps
* VDD IR max at 177 uV
* Remaining routing DRC violations at 0
* Layout cells sized above 1 at 6.82%
* Reg area at 0.00692 mm^2
* Setup violators final at 0
* Hold_buf cts at 7
* Gpl congestion at 0.902
* HP Class: flip-flop to flip-flop
* Initial detailed-routing violation count at 642
* Design area at 0.0187 mm^2
* Initial antenna violation count at 0
* Tightest Pin Transition at 662 ps
* Post-Route WL at 33600 um
* Mapped cell area at 0.0164 mm^2
* Crit start category: flip-flop
* Yosys stat area at 0.0164 mm^2
* Core Footprint at 0.0400 mm^2
* Pre-Repair DR Iteration Count at 4
* Post-CTS sizing at 0
* Die Ht at 204 um
* Cell row count at 73
* Pin count of the biggest net entering global routing at 95
* Syn Inst Count at 1694
* Area of the chip at 0.0417 mm^2
* Post-DR vias/cell at 5.03
* Critical path type: flip-flop to flip-flop
* Synth cell types at 65
* OpenROAD warnings at 28
* Final Max Tran Viols at 0
* Grt ovf at 0
* Drt wl/cell at 14.5 um
* Worst Path Max Fanout at 5
* Setup_tns at 0 ps
* Post-DP Area at 0.0175 mm^2
* Rel. slew slack at 55.9%
* Syn_area_per_cell at 9.66 um^2
* RSZ-0062 raised after global routing: false
* Total of max-cap violations at 0
* Number of fill cells at 3648
* Seq share, synth at 42.3%
* Synth warn at 2
* Via count at 11600
* Port bufs at 74
* Hold Vio Cnt, Final at 0
* Logic area at 0.00848 mm^2
* Hold_ws at 105 ps
* Post-synth EDFFs at 48
## where the power goes
group,internal [mW],switching [mW]
logic,0.00278,0.0224
clock network,0.709,0.364
registers,0.805,0
## critical path, stage by stage, from the launching register on
cell       delay, ps
dfrtn_1          430
inv_1             50
ha_1             210
fa_1             410
nor2b_1          160
o31a_1           180
o21ai_1          140
a211oi_2         330
a2111oi_2        140
o31ai_1          570
nand2b_1         150
a41oi_1          260
xor2_1            90
mux2_2           260
## layout by cell type (no fill, tap or decap), types with 5 or more instances in the layout
cell type and n:
nand2_1 219, dfrtp_1 187, ha_1 184, inv_1 144
a21oi_1 124, nor2_1 81, clkdlybuf4s50_1 74, xnor2_1 69
o21ai_0 68, a21o_1 62, and2_1 54, edfxtp_1 48
xor2_1 45, clkbuf_16 36, nand4_1 35, mux2_2 34
dfrtn_1 32, conb_1 24, o21a_1 20, nor3_1 18
nand3_1 18, nor2b_1 17, and3_1 15, nand2b_1 14
buf_4 12, o31ai_1 11, nor4_1 11, o21bai_1 11
a211oi_1 9, and4_1 7, dlygate4sd3_1 7, o211ai_1 5
a31oi_1 5, or4_1 5, clkbuf_8 5
## per-layer routing
metal	wire length, um	global-route usage, %	vias to the layer above
met2	14100	25.8	213
met3	1250	3.13	40
li1	-	-	5976
met1	17300	28.2	5412
met4	908	4.13	0
met5	0	0	-
## Yosys cell counts (6+ instances only)
cell	count	area, um^2
o21ai_0	68	340
a21oi_1	124	621
and2_1	54	338
nor2b_1	17	106
nand2b_1	14	87.6
o21a_1	20	150
ha_1	184	2300
xnor2_1	69	604
buf_4	48	360
nor4_1	11	68.8
xor2_1	45	394
nand3_1	18	90.1
dfrtp_1	187	4680
a21o_1	62	465
a211oi_1	9	67.6
and4_1	7	61.3
clkbuf_1	29	109
o31ai_1	11	82.6
edfxtp_1	48	1440
nor2_1	83	312
nor3_1	18	90.1
and3_1	15	93.8
nand4_1	35	219
o21bai_1	11	82.6
dfrtn_1	32	801
nand2_1	219	822
buf_2	6	30.0
inv_1	145	544
mux2_2	34	383
## per-stage QoR
stage	worst slack, ps	instances
floorplan	-301	1717
global placement	580	2247
detailed placement	552	2247
CTS	534	2314
global route	269	2314
finish	529	2314
## flip-flops by register name (all words and copies together) (netlist names), 9 cells and up
register            cells
tsd_inst.r_count_l     32
msg                    48
tsd_inst.ticks         32
tsd_inst.t2            32
tsd_inst.t1            32
count                   9
tsd_inst.r_count_h     32
r_chan                 20
r_addr                 20
## cell type report
cell class                      count  area share, %
Clock inverter                     16           1.05
Sequential cell                   267           37.0
Tap cell                          525           3.51
Inverter                          147           2.97
Clock buffer                       44           5.24
Multi-Input combinational cell   1220           45.3
Timing Repair Buffer               95           5.02
## kinds of logic (layout without fill, tap and decap cells)
kind of cell             after synthesis  after routing  synth area share [%]
multiplexers                          34             34                  2.34
adder cells (fa/ha/maj)              187            187                  14.4
AND-OR/OR-AND                        355            355                  13.7
other                                  1             24                0.0229
flip-flops                           267            267                  42.3
XOR/XNOR                             114            114                  6.10
AND/OR/NAND/NOR                      506            506                  14.7
buffers and inverters                230            302                  6.42
## worst paths after layout
path                            slack [ps]  cells after the start                     end                from
worst max-delay path                   530                     13  tsd_inst.r_count_h[30]      tsd_inst.t2[0]
worst min register to register         110                      0         tsd_inst.t1[25]  tsd_inst.ticks[25]
max in group gated                    3490                      7              clock gate     tsd_inst.synced
worst max register to register         530                     13  tsd_inst.r_count_h[30]      tsd_inst.t2[0]
min in group gated                     400                      7              clock gate     tsd_inst.synced
min in group clk0                      530                      1      tsd_inst.ticks[25]  tsd_inst.ticks[25]
max in group clk0                     4880                      1                chan[30]          r_chan[30]
min in group asynchronous             1520                      3   tsd_inst.r_count_l[9]                 rst
worst min-delay path                   110                      0         tsd_inst.t1[25]  tsd_inst.ticks[25]
max in group asynchronous             2080                      3         tsd_inst.t2[17]                 rst
Power is estimated from default activity; no workload was simulated.
